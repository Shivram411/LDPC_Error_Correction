==> ./design.v <==
`timescale 1ns / 1ps
module LPi_calculation(input wire [99:0]x_i, 
                            input wire [3:0]qber, 
                            output wire [1499:0]LPi,  
                            output wire [99:0]sign  
                           );
    wire sign_inter[0:99];                      
    genvar i;
    generate
    for ( i =0 ; i<100 ; i=i+1)
        begin 
        Lookup_table_eq6 uut0(.xi(x_i[i*1 +: 1]) ,
                         .qber_sel(qber),
                         .L_Pi(LPi[i*15 +: 15]),
                         .sign(sign_inter[i]));
        assign sign[i +: 1] = sign_inter[i];
        end
    endgenerate
endmodule
`timescale 1ns / 1ps
module Lookup_table_eq6 (
    input  wire       xi,           
    input  wire [3:0] qber_sel,     
    output reg  [14:0] L_Pi,  
    output wire sign
);
always @(*) begin
    case ({xi, qber_sel})
        5'b0_0000: L_Pi = 15'h1261;  
        5'b0_0001: L_Pi = 15'h0F91;  
        5'b0_0010: L_Pi = 15'h0DE8;  
        5'b0_0011: L_Pi = 15'h0CB6;  
        5'b0_0100: L_Pi = 15'h0BC7;  
        5'b0_0101: L_Pi = 15'h0B02;  
        5'b0_0110: L_Pi = 15'h0A59;  
        5'b0_0111: L_Pi = 15'h09C5;  
        5'b0_1000: L_Pi = 15'h0941;  
        5'b0_1001: L_Pi = 15'h08CA;  
        5'b0_1010: L_Pi = 15'h085D;  
        5'b1_0000: L_Pi = 15'h6D9F;  
        5'b1_0001: L_Pi = 15'h706F;  
        5'b1_0010: L_Pi = 15'h7218;  
        5'b1_0011: L_Pi = 15'h734A;  
        5'b1_0100: L_Pi = 15'h7439;  
        5'b1_0101: L_Pi = 15'h74FE;  
        5'b1_0110: L_Pi = 15'h75A7;  
        5'b1_0111: L_Pi = 15'h763B;  
        5'b1_1000: L_Pi = 15'h76BF;  
        5'b1_1001: L_Pi = 15'h7736;  
        5'b1_1010: L_Pi = 15'h77A3;  
        default: L_Pi = 15'd0;
    endcase
end
    assign sign = xi ;
endmodule
==> ./run.sh <==
#!/bin/bash
# OpenROAD 26Q1-2900-gdf79404cd8, Yosys 0.63+post, stock flow scripts
make -C /OpenROAD-flow-scripts/flow DESIGN_CONFIG=/design/flow/config.mk WORK_HOME=/design/flow/orfs finish
==> ./config.mk <==
export PLATFORM = sky130hd
export DESIGN_NAME = LPi_calculation
export DESIGN_NICKNAME = LPi_calculation
export VERILOG_FILES = /design/flow/design.v
export SDC_FILE = /design/flow/constraint.sdc
export NUM_CORES = 4
export LEC_CHECK = 1
export CORE_AREA = 10 10 649 649
export DIE_AREA = 0 0 659 659
export SYNTH_MEMORY_MAX_BITS = 65536
==> ./constraint.sdc <==
current_design LPi_calculation

set clk_period 62.7
set clk_io_pct 0.2

create_clock -name clk0 -period $clk_period

set non_clock_inputs [all_inputs -no_clocks]
set_input_delay [expr $clk_period * $clk_io_pct] -clock clk0 $non_clock_inputs
set_output_delay [expr $clk_period * $clk_io_pct] -clock clk0 [all_outputs]
==> summary.txt <==
flow finished, numbers: result of the run=complete, no violations, arrival time reported for the critical path endpoint=~17 ns, pin count of the biggest net entering global routing=69, unique cell type count in the Yosys netlist=34, Fin Setup TNS=0 ns, via count of the routed design=28719, antenna violations before repair=33, Area after DPL=37800 µm², Synth logic family=AND-OR/OR-AND gates, number of fill cells in the layout=47618, switching fraction of total power=49.0%, number of max-capacitance violations reported=0, most numerous logic cell after layout=sky130_fd_sc_hd__clkdlybuf4s50_1, Cell Area, Synth=16200 µm², mean cell area of the mapped netlist=5.08 µm², count of instances resized after the clock tree is built=0, first-pass GRT wire length=291000 µm, sort of element at the start of the critical path=input port, post-synthesis compound-gate area fraction=44.1%, fraction of the mapped netlist area in simple logic gates=25.8%, via density per instance=between 2 and 3, YS chip area=16200 µm², class of the most critical setup path=input port to primary output, antenna violation net count after detailed routing=0, number of cells in the yosys synthesis report=3191, most repeated library cell on the critical path=sky130_fd_sc_hd__buf_4, total die area=~430000 µm², Adder-Cell Fraction of Synth Area=0.463%, Reg area=0 µm², final setup violating endpoints=0, detailed-router iteration count before antenna repair=6, path type of the worst min-delay path=input port to primary output, Hold-fix buffers, CTS=0, standard cell with the maximum stage delay on the critical path=sky130_fd_sc_hd__clkdlybuf4s50_1, Psw=between 0.15 and 0.2 mW, global routing met1 resource utilization=12.6%, number of cells produced by synthesis=3191, growth of design area from synthesis to finish=133%, mux cell area share after synthesis=6.42%, met3 layer usage reported by global route=2.92%, proportion of layout cells with a drive suffix above 1=6.59%, maximum achievable frequency=between 0.03 and 0.04 GHz, Warnings, synthesis=2, Final Cell Area=approximately 38000 µm², initial standard-cell utilization of the core=3.99%, via count of the first global-routing pass=26988, crit path to=LPi[1167], kind of cell adding the most delay to the critical path=buffers and inverters, Final min period=29.46 ns, final hold violation count=0, Seq cells=0, sequence of cells on the critical path=clkdlybuf4s50_1 -> buf_4 -> nor2_1 -> a21oi_4 -> buf_4 -> buf_4 -> buf_4 -> buf_4 -> nand2_1 -> o21ai_0 -> clkdlybuf4s50_1, detailed-placement wirelength estimate=around 200000 µm, post-CTS setup buffer count=0, number of design-rule violations left by the first detailed-router iteration=3574, combinational cell area excluding buffers and inverters=12600 µm², GRT Max-Usage Layer=met2, number of clock-tree buffers in the layout=0, worst vdd ir=about 10 µV, Routed Wire Length=234000 µm, height of the die=659 µm, required time reported for the critical path endpoint=~50 ns, Internal Dissipation=0.199 mW, number of placement rows=234, residual DRC count=0, global-route usage over all layers=10.2%, total I/O pin count=1704, overflow left after global routing=0, CP Launch Point=qber[2], logic depth of the worst setup path including buffers=11, number of warnings in the stage logs=37, Top cells excl fill/tap=sky130_fd_sc_hd__clkdlybuf4s50_1 (1645), sky130_fd_sc_hd__a21oi_1 (602), sky130_fd_sc_hd__nand2_1 (504), largest driver fanout on the critical path=roughly 40, met2 usage=17.5%, leakage dissipation=roughly 13 nW, unrepaired setup endpoints after global routing=false, critical path's largest stage delay=0.71 ns, worst-margin pin slew=around 0.99 ns, horizontal die size=659 µm, xor/xnor cell area share of the yosys netlist=0%, nature of the critical path endpoint=primary output, crit share post-route=a little under half, routed length per instance=23.8 µm, routability cong.=0.842, IO Port Bufs=1704, portion of the post-synthesis area used by sequential elements=0%, Power per Cell Area=10.3 nW/µm², Final Max Slew Viols=0, CP Buf/Inv Count=7, relative max-transition margin=34.1%, total core area=around 410000 µm²
## power groups by stage
stage	combinational [mW]	clock (mW)	sequential (mW)
5_1_grt	0.421	0	0
4_1_cts	0.401	0	0
## cell usage after synthesis (2+ instances only)
| cell | instances | area [µm²] |
|---|---|---|
| sky130_fd_sc_hd__clkbuf_1 | 360 | 1350 |
| sky130_fd_sc_hd__nor2b_1 | 5 | 31.3 |
| sky130_fd_sc_hd__buf_2 | 145 | 726 |
| sky130_fd_sc_hd__o21ai_1 | 53 | 265 |
| sky130_fd_sc_hd__nor2_2 | 3 | 18.8 |
| sky130_fd_sc_hd__a21oi_1 | 604 | 3020 |
| sky130_fd_sc_hd__and2_1 | 101 | 632 |
| sky130_fd_sc_hd__nand2_1 | 506 | 1900 |
| sky130_fd_sc_hd__o21ai_0 | 450 | 2250 |
| sky130_fd_sc_hd__buf_1 | 9 | 33.8 |
| sky130_fd_sc_hd__nor3b_1 | 3 | 22.5 |
| sky130_fd_sc_hd__a211oi_1 | 2 | 15.0 |
| sky130_fd_sc_hd__nand2b_1 | 4 | 25.0 |
| sky130_fd_sc_hd__a21oi_2 | 2 | 17.5 |
| sky130_fd_sc_hd__or3_1 | 2 | 12.5 |
| sky130_fd_sc_hd__mux2i_1 | 100 | 1000 |
| sky130_fd_sc_hd__a22oi_1 | 200 | 1500 |
| sky130_fd_sc_hd__nor3_1 | 3 | 15.0 |
| sky130_fd_sc_hd__buf_6 | 11 | 124 |
| sky130_fd_sc_hd__nor2_1 | 404 | 1520 |
| sky130_fd_sc_hd__ha_1 | 6 | 75.1 |
| sky130_fd_sc_hd__buf_4 | 202 | 1520 |
| sky130_fd_sc_hd__inv_1 | 4 | 15.0 |
| sky130_fd_sc_hd__a21o_1 | 2 | 15.0 |
## logic make-up after synthesis
| group | count (synthesis) |
|---|---|
| buffers and inverters | 731 |
| AND-OR/OR-AND | 1318 |
| multiplexers | 103 |
| adder cells (fa/ha/maj) | 6 |
| AND/OR/NAND/NOR | 1033 |
## final cells by class
| type | count | share of cell area (%) |
|---|---|---|
| repair buffers | 1905 | 48.4 |
| multi-input cells | 2460 | 33.4 |
| well taps | 5428 | 18.0 |
| diodes | 28 | 0.185 |
| inverters | 4 | 0.0397 |
## how the worst min path moves through the flow
stage | start | to | slack, ns | depth (start not counted)
after global routing | x_i[86] | sign[86] | 25.62 | 2
final | x_i[86] | sign[86] | 25.60 | 2
after CTS | x_i[86] | sign[86] | 25.60 | 2
## through the flow
stage               hold slack, ns  total power [mW]  setup WS [ns]  cells  utilization, %
detailed placement           25.60             0.399          33.06   9797            9.29
global placement             25.60             0.401          33.06   9797            9.29
CTS                          25.60             0.401          33.05   9797            9.29
floorplan                    25.11             0.105          36.35   3191               -
finish                       25.60             0.391          33.24   9825            9.31
global route                 25.62             0.421          33.03   9797            9.29
## layer usage
layer	wire (µm)	vias to the layer above
met4	5880	8
met5	51	-
met3	23500	233
met2	113000	2190
met1	90800	13299
li1	-	12989
Power figures rest on the tool's default switching activity, not on a simulated workload.
